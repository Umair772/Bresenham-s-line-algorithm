--- flow/constraint.sdc ---
current_design counter

set clk_period 2.6
set clk_io_pct 0.2

create_clock -name clk0 -period $clk_period [get_ports {clk}]

set non_clock_inputs [all_inputs -no_clocks]
set_input_delay [expr $clk_period * $clk_io_pct] -clock clk0 $non_clock_inputs
set_output_delay [expr $clk_period * $clk_io_pct] -clock clk0 [all_outputs]
--- flow/run.sh ---
#!/bin/bash
# OpenROAD 26Q1-2900-gdf79404cd8, Yosys 0.63+post, stock flow scripts
make -C /OpenROAD-flow-scripts/flow DESIGN_CONFIG=/design/flow/config.mk WORK_HOME=/design/flow/orfs finish
--- flow/design.v ---
module counter #(parameter BITS = 11, MAX = 480) (clk,reset,incr,out,done);
	input logic clk,reset,incr;
	output logic done;
	output logic [BITS - 1:0] out;
	logic [BITS - 1:0] count;
	always_ff @(posedge clk) begin
		if(reset) begin
			count <= 0;
			done <= 1'b0;
		end else if (count == MAX) begin
			count <= 0;
			done <= 1'b1;
		end else if (incr) begin
			count++;
			done <= 1'b0;
		end else
			count <= count;
	end
		assign out = count;
endmodule
--- flow/config.mk ---
export PLATFORM = sky130hd
export DESIGN_NAME = counter
export DESIGN_NICKNAME = counter
export VERILOG_FILES = /design/flow/design.v
export SDC_FILE = /design/flow/constraint.sdc
export NUM_CORES = 4
export LEC_CHECK = 1
export CORE_AREA = 10 10 70 70
export DIE_AREA = 0 0 80 80
==> Table 3: Implementation characteristics <==
Implementation parameters

Parameter                              Value

Status
  Result of the run .................. finished, final reports clean

Route
  Antenna diodes .................. 0
  Antenna-violating nets left .................. 0
  Number of violations reported at the end of detailed-routing iteration 0 .................. 25
  Met1 WL .................. 601 um
  Highest layer used for signal routing .................. met4
  First-pass iteration count of the detailed router .................. 4
  Avg WL per Cell .................. 11.2 um
  Metal3 WL .................. 196 um
  Number of vias in the routed layout .................. 522
  Final WL .................. 1390 um
  Detailed-routed wire length on met2 .................. 575 um
  Vias per inst .................. 4.21
  Number of design rule violations left after detail routing .................. 0

STA
  Max-slew violation count .................. 0
  Count of final setup violators .................. 0
  Clock skew .................. 0.000292 ns
  RSZ-0062 raised after global routing .................. false
  Tightest Pin Transition .................. 0.348 ns
  Worst rel slew slack .................. 0.765
  Final period demand of the worst path .................. 1.83 ns
  Final period util .................. 0.704
  Highest clock rate .................. 547 MHz
  Summed negative setup slack over all endpoints .................. 0 ns
  Final Hold Fails .................. 0

Synthesis
  Total of flip-flops plus latches after synthesis .................. 12
  Max-area cell share .................. 0.419
  Distinct cell type count of the synthesized netlist .................. 25
  Cell Area, Synth .................. 573 um2
  Number of standard cells after synthesis .................. 63
  Proportion of synthesized chip area in sequential cells .................. 0.419
  Post-synthesis average cell area .................. 9.10 um2
  Yosys stat area .................. 573 um2
  Synth Warn # .................. 1
  Synth area leaders .................. sky130_fd_sc_hd__dfxtp_1, sky130_fd_sc_hd__a21oi_1, sky130_fd_sc_hd__xor2_1
  Cell taking the most area after synthesis .................. sky130_fd_sc_hd__dfxtp_1
  Yosys Instances .................. 63

GRT
  Maximum number of pins on one net before global-route repair .................. 12
  Initial antenna violation count .................. 0
  Residual overflow from global routing .................. 0
  Overall track demand over capacity in global routing .................. 0.0444
  Vias in the first global route .................. 480
  First-pass GRT wire length .................. 2300 um

Power
  Static leakage .................. 0.251 nW
  Total power divided by cell area .................. 418 nW/um2
  Proportion of power drawn by the clock network .................. 0.331
  Combinational fraction of design power .................. 0.076
  Maximum resistive drop on vdd .................. 117 uV
  Fraction of power consumed by sequential logic .................. 0.593
  Switching part of the total power .................. 0.213
  Design internal power .................. 0.255 mW
  NetSw .................. 0.0691 mW

Clocking
  PostCTS Resize Cnt .................. 0
  Skew-Pair Late Insertion Delay .................. 0.26 ns
  H-tree level count .................. 1
  Clock sink total .................. 12
  Clock-pin slew on the worst setup and hold paths .................. 0.07 ns
  Cts bufs inserted .................. 3
  CTS tree .................. built
  Max Root-Sink Buffers .................. 2
  Root cell of the clock tree .................. sky130_fd_sc_hd__clkbuf_4
  Hold Buf Count CTS .................. 0
  Post-CTS setup-driven buffer insertion count .................. 0

Floorplan
  Core outline area .................. 3420 um2
  FP Util .................. 0.168
  Total I/O pin count .................. 15
  Total number of placement rows .................. 21
  Die W .................. 80 um
  Chip height .................. 80 um
  Die area .................. 6400 um2

Setup path
  Highest cell delay on the worst timing path .................. 0.63 ns
  Arrival time at the worst endpoint .................. 2.03 ns
  Type of element launching the critical path .................. primary input
  Critical Path Sink Type .................. flip-flop
  Buffers and inverters on the worst path .................. 1
  Cell type of the slowest stage on the worst timing path .................. sky130_fd_sc_hd__clkdlybuf4s50_1
  Required @ worst endpoint .................. 2.80 ns
  Kind of critical path .................. in -> reg
  Top Family by Delay on Critical Path .................. simple AND/OR/NAND/NOR gates
  Sequence of cells on the critical path .................. clkdlybuf4s50_1, nand4_2, or4_1, a21oi_1
  Worst-path maximum fanout .................. 7
  Total number of cells along the worst setup path .................. 4
  FF-to-FF path depth .................. 4

Hold path
  Class of the tightest hold or removal check .................. reg -> reg
  Cell depth of the worst min-delay path .................. 2

Finish
  Synthesis-to-finish area growth .................. 35.6%
  Non-filler instance count after layout .................. 124
  Fraction of final layout cells sized beyond drive strength 1 .................. 0.103

Flow run
  Tally of max-capacitance violations .................. 0
  Number of warning messages in the logs .................. 26

Placement
  IO buf count .................. 14
  Global placer's final weighted congestion .................. 0.861
  Post-placement cell count .................. 121
  Detail Placement HPWL .................. 1040 um
-- cell usage after synthesis, drive strengths merged --
cell type	n
a21oi	7
xor2	3
nor2	5
a31o	1
or4	3
and3	1
buf	2
or3	3
xnor2	1
o21ai	3
nand4	4
nand3	4
nor3	1
ha	2
nand2b	1
mux2i	1
o31ai	3
inv	2
dfxtp	12
nor4bb	1
nand2	3
-- power groups by stage --
| stage | Combinational, mW | Sequential, mW | Clock, mW |
|---|---|---|---|
| after CTS | 0.0253 | 0.192 | 0.113 |
| after global routing | 0.0283 | 0.193 | 0.120 |
| final | 0.0246 | 0.192 | 0.108 |
-- cell type report --
| cell class | instances | area [um2] |
|---|---|---|
| timing repair buffer | 14 | 140 |
| fill | 376 | 2640 |
| inverter | 2 | 7.51 |
| multi-input combinational | 47 | 309 |
| clock buffer | 3 | 22.5 |
| sequential | 12 | 240 |
| tap | 46 | 57.6 |
-- per-stage QoR --
step                      worst slack, ns  power [mW]   util  instance area, um2  hold slack, ns
after global routing                0.688       0.341  0.227                 777           0.516
after detailed placement            0.507       0.222  0.221                 754           0.472
after CTS                           0.777       0.331  0.227                 777           0.485
after global placement              0.536       0.221  0.221                 754           0.478
after floorplan                      1.16       0.210      -                 573           0.429
final                               0.770       0.325  0.227                 777           0.490
-- worst paths after layout --
kind,start,to,slack [ns]
min reg2reg,done,done,0.49
max,incr,count[9],0.77
max reg2reg,count[0],count[6],1.10
min,done,done,0.49
-- sequential cells by signal (all words and copies together) (netlist names) --
register	flops
count	11
done	1
-- worst register-to-register path: stages, from the launching register on --
cell,delay [ns]
sky130_fd_sc_hd__dfxtp_1,0.44
sky130_fd_sc_hd__ha_1,0.23
sky130_fd_sc_hd__nand3_1,0.17
sky130_fd_sc_hd__or3_2,0.45
sky130_fd_sc_hd__a21oi_1,0.14
-- layout by cell type (no fill, tap or decap), drive strengths merged --
| master | n |
|---|---|
| nor4bb | 1 |
| a31o | 1 |
| inv | 2 |
| ha | 2 |
| xnor2 | 1 |
| nand2b | 1 |
| o21ai | 3 |
| or4 | 3 |
| nand4 | 4 |
| or3 | 3 |
| nor2 | 5 |
| clkbuf | 3 |
| xor2 | 3 |
| dfxtp | 12 |
| nand2 | 3 |
| mux2i | 1 |
| a21oi | 7 |
| o31ai | 3 |
| clkdlybuf4s50 | 14 |
| nand3 | 4 |
| and3 | 1 |
| nor3 | 1 |
-- per-layer routing --
metal | track usage | vias up
met1 | 0.0558 | 243
met3 | 0.0330 | 2
li1 | - | 263
met5 | 0 | -
met4 | 0.00528 | 0
met2 | 0.0610 | 14
-- logic make-up after synthesis --
group                      Yosys count  share of synthesized area
AOI/OAI and AO/OA                   14                      0.142
xor gates and xnor gates             4                     0.0611
adders and majority gates            2                     0.0437
buffers and inverters                4                     0.0415
DFF                                 12                      0.419
muxes                                1                     0.0175
and+or+nand+nor                     26                      0.275
Power and IR drop assume default switching activity.
